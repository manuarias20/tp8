===== ./run.sh =====
#!/bin/bash
# OpenROAD 26Q1-2900-gdf79404cd8, Yosys 0.63+post, stock flow scripts
make -C /OpenROAD-flow-scripts/flow DESIGN_CONFIG=/design/flow/config.mk WORK_HOME=/design/flow/orfs finish

===== ./constraint.sdc =====
current_design registerFile

set clk_period 10.8
set clk_io_pct 0.2

create_clock -name clk0 -period $clk_period [get_ports {clk}]

set non_clock_inputs [all_inputs -no_clocks]
set_input_delay [expr $clk_period * $clk_io_pct] -clock clk0 $non_clock_inputs
set_output_delay [expr $clk_period * $clk_io_pct] -clock clk0 [all_outputs]

===== ./config.mk =====
export PLATFORM = sky130hd
export DESIGN_NAME = registerFile
export DESIGN_NICKNAME = registerFile
export VERILOG_FILES = /design/flow/design.v
export SDC_FILE = /design/flow/constraint.sdc
export NUM_CORES = 4
export LEC_CHECK = 1
export CORE_AREA = 10 10 197 197
export DIE_AREA = 0 0 207 207

===== ./design.v =====
module registerFile
#(
    parameter NB_ADDR_MEM = 15
)(
    output            [31:0] o_gpi,
    output                   o_rst,
    output                   o_enbTx,
    output                   o_enbRx,
    output             [1:0] o_phase_sel,
    output                   o_run_log,
    output                   o_read_log,
    output [NB_ADDR_MEM-1:0] o_addr_log_to_mem,
    input             [31:0] i_gpo,
    input             [31:0] i_data_log_from_mem,
    input                    i_mem_full,
    input             [63:0] i_ber_samp_I,
    input             [63:0] i_ber_samp_Q,
    input             [63:0] i_ber_error_I,
    input             [63:0] i_ber_error_Q,    
    input                    i_rst,
    input                    clk
);
    localparam RESET       = 8'd0;      
    localparam EN_TX       = 8'd1;      
    localparam EN_RX       = 8'd2;      
    localparam PH_SEL      = 8'd3;      
    localparam RUN_MEM     = 8'd4;      
    localparam READ_MEM    = 8'd5;      
    localparam ADDR_MEM    = 8'd6;      
    localparam BER_S_I     = 8'd7;      
    localparam BER_S_Q     = 8'd8;      
    localparam BER_E_I     = 8'd9;      
    localparam BER_E_Q     = 8'd10;     
    localparam BER_H       = 8'd11;     
    localparam IS_MEM_FULL = 8'd12;
    reg            [31:0] gpi;
    reg                   rst;
    reg                   enbTx;
    reg                   enbRx;
    reg             [1:0] phase_sel;
    reg                   run_log;        
    reg                   read_log;       
    reg [NB_ADDR_MEM-1:0] addr_log_to_mem;
    reg                   prev_enable;
    reg             [1:0] BER_cnt;
    reg           [127:0] BER_buffer;
    reg             [1:0] cont_read_log;
    wire            [7:0] gpo_command;
    wire                  gpo_enable;
    wire           [22:0] gpo_data;
    assign gpo_command = i_gpo[31:24];
    assign gpo_enable  = i_gpo[23];
    assign gpo_data    = i_gpo[22:0];
    assign o_gpi              = gpi;
    assign o_rst              = rst;
    assign o_enbTx            = enbTx;
    assign o_enbRx            = enbRx;
    assign o_phase_sel        = phase_sel;
    assign o_run_log          = run_log;
    assign o_read_log         = read_log;
    assign o_addr_log_to_mem  = addr_log_to_mem;
    always @(posedge clk) begin
        if(i_rst) begin
            gpi             <= {32{1'b0}};
            rst             <= 1'b0;
            enbTx           <= 1'b0;
            enbRx           <= 1'b0;
            phase_sel       <= 2'b00;
            run_log         <= 1'b0;
            read_log        <= 1'b0;
            addr_log_to_mem <= {NB_ADDR_MEM{1'b0}};
            prev_enable     <= 1'b0;
            cont_read_log   <= 2'b00;
        end else begin
            if((gpo_enable == 1'b1) && (prev_enable == 1'b0)) begin
                case(gpo_command)
                    RESET:     rst             <= gpo_data[0];
                    EN_TX:     enbTx           <= gpo_data[0];
                    EN_RX:     enbRx           <= gpo_data[0];
                    PH_SEL:    phase_sel       <= gpo_data[1:0];
                    RUN_MEM:   begin
                               run_log         <= 1'b1;
                               read_log        <= 1'b0;
                    end
                    READ_MEM:   begin
                        if( i_mem_full ) begin
                            read_log        <= 1'b1;
                            cont_read_log   <= 2'b10;
                            addr_log_to_mem <= gpo_data[NB_ADDR_MEM-1:0];
                        end 
                    end
                    BER_S_I :
                        begin
                        gpi <= i_ber_samp_I[31:0];
                        BER_buffer <= i_ber_samp_I;
                        end
                    BER_S_Q :
                        begin
                        gpi <= i_ber_samp_Q[31:0];
                        BER_buffer <= i_ber_samp_Q;
                        end
                    BER_E_I :
                        begin
                        gpi <= i_ber_error_I[31:0];
                        BER_buffer <= i_ber_error_I;
                        end
                    BER_E_Q :
                        begin
                        gpi <= i_ber_error_Q[31:0];
                        BER_buffer <= i_ber_error_Q;
                        end
                    BER_H :
                        begin
                        gpi <= BER_buffer[63:32];  
                        end
                    IS_MEM_FULL:  gpi <= i_mem_full;
                endcase
            end
            else if(cont_read_log > 0) begin
                if (cont_read_log == 2'b10) begin
                    read_log <= 0;
                end
                else if (cont_read_log == 2'b01) begin
                    gpi      <= i_data_log_from_mem;
                end
                cont_read_log <= cont_read_log - 1'b1;
            end
            else if(run_log) begin
                run_log <= 0;
            end
            prev_enable <= gpo_enable;
        end
    end
endmodule

==> reports/metrics.sh <==
OUTCOME='completed'
PORTBUFFERS=368
TIMING.CRITICAL_PATH.BUF_INV=3
FIRST_GLOBAL_VIAS=6576
STAGE_LOG_WARNINGS=35
DIE_X_UM=207
CP.REQUIRED_NS=11.07
SYNTHDOMINANTCELLAREASHARE_PCT=18.8
GRT-OVFL-TOTAL=0
YOSYS-STAT-CELLS=611
CTS_SINKS=89
SYN_AREA_SQ_UM=6070
FP_UTIL_PCT=17.6
PLACE_CONGESTION=0.870
DRT_PASS1_ITERATIONS=5
GRT_MAX_DEGREE=69
ANTENNA_VIOL_NETS_FINAL=0
CP_PEAK_STAGE_DELAY_NS=0.74
CELLPOWERDENSITY_nW_PER_UM2=97.1
DIE_AREA_SQ_UM=42800
HTREEDEPTH=3
CRITICAL_PATH.STARTPOINT='i_gpo[24]'
POST-ROUTE-DRC-COUNT=0
AVGVIACOUNTPERCELL=4.55
CRITICAL_PATH.MAX_FANOUT=50
SYN_TO_FINAL_GROWTH_PCT=71.8
DR_TOTAL_VIAS=6350
PLACE_AREA_SQ_UM=10100
TRITONCTS.NUM_BUFFERS=9
WORST_SETUP_HOLD_PATH_CLK_SLEW_NS=0.08
WORSTPATHARRIVAL_NS=5.47
POST_CTS_RESIZE_COUNT=0
MIN_PERIOD_OVER_PERIOD_PCT=48.1
HOLDCRITPATHCLASS='flop to flop'
WORST_R2R_STARTPOINT='prev_enable$_SDFF_PP0_'
SETUP.WORST_PATH.CLASS='input port to flop'
YS_WARNS=1
PATH_DELAY_FAMILY='buffers and inverters'
YS_SEQ_SHARE_PCT=34.6
FINALSETUPTNS_NS=0
DPL.HPWL_UM=25200
DRV_SLEW=0
CTS_SETUP_BUFFERS=0
SYNTH-EDFF-COUNT=32
POST_ROUTE_DESIGN_AREA_SQ_UM=10400
CRITICAL_PATH.CELL_CHAIN='buf_4 > buf_4 > o21ai_1 > and3_1 > o31ai_4 > buf_4 > a21oi_1 > a221oi_1'
HOLD_PATH.STARTPOINT='addr_log_to_mem[4]$_SDFFE_PP0P_'
CHIPHEIGHT_UM=207
ROW_COUNT=68
NUMBER_OF_SYNTHESIZED_REGISTER_BITS=89
STDCELL_COUNT=1395
FIN_SKEW_NS=0.00972
FINALSETUPVIOLATIONS=0
POST_SYNTH_INST_COUNT=611
NUM-FILL-CELLS=3592
CTSHOLDBUFFERS=0
IR_WORST_VDD_uV=73.4
MOSTFREQUENTLAYOUTCELLS='365 x sky130_fd_sc_hd__clkdlybuf4s50_1, 65 x sky130_fd_sc_hd__a21oi_1, 57 x sky130_fd_sc_hd__dfxtp_1'
DRTITER0DRC=390
WORST-SLEW-PIN-TRANSITION_NS=0.859
SYNTH-AREA-YOSYS_SQ_UM=6070
AVGROUTEDWIREPERCELL_UM=22.1
ANTENNA_FOUND_INITIAL=6
CTS_TREE='built'
SYN-MEAN-INSTANCE-AREA_SQ_UM=9.94
DETAILED_ROUTE_WIRE_LENGTH_UM=30900
FIN_CRIT_NS=5.20
DP_CELLS=1377
SYNTH_ASYNC_SR_FLOP_SHARE_PCT=0
COMMONEST_REGISTER_CELL_AFTER_SYNTHESIS='sky130_fd_sc_hd__dfxtp_1'
RELSLEWSLACK_PCT=42.7
RSZ_0062_RAISED_AFTER_GLOBAL_ROUTING='no'
FMAX_MHz=192
CP_SLOWEST_CELL='sky130_fd_sc_hd__o31ai_4'
CAP_VIOLATIONS=0
MOSTFREQUENTLAYOUTCELL='sky130_fd_sc_hd__clkdlybuf4s50_1'
HOLD_VIOL=0
WORSTSETUPENDPOINTTYPE='flop'
SYNTHDOMINANTAREACELLTYPE='sky130_fd_sc_hd__dfxtp_1'
YS_TOP_CELLS_BY_AREA='sky130_fd_sc_hd__dfxtp_1 19%, sky130_fd_sc_hd__edfxtp_1 16%, sky130_fd_sc_hd__mux4_2 8.9%'
CRIT_PATH_START_KIND='input port'
DESIGN.CORE.AREA_SQ_UM=34500
CLK_PATH_BUF_DEPTH=2
STATIC_LEAKAGE_nW=3.54
IOS=377
WORST_HOLD_SLACK_NS=0.455
WORSTSKEWPAIRLATENCY_NS=0.36
DRIVE_GT1_SHARE_PCT=14.4
TOT_GR_TRACK_USE_PCT=13.9
YS_TYPES=44
WORST_PATH_MOST_REPEATED_CELL='sky130_fd_sc_hd__buf_4'
GRT_PASS1_WL_UM=44800
CLK_ROOT_BUFFER_CELL='sky130_fd_sc_hd__clkbuf_16'
-- power breakdown --
group	total (mW)	leakage, nW	internal, mW	switching [mW]
sequential	0.367	0.754	0.360	0.00688
clock	0.361	0.163	0.210	0.151
combinational	0.285	2.62	0.178	0.107
total	1.01	3.54	0.748	0.265
-- state kept, by name, summed over array words and instances, names as in the netlist --
name,count
BER_buffer,32
gpi,32
addr_log_to_mem,15
cont_read_log,2
phase_sel,2
enbRx,1
enbTx,1
prev_enable,1
read_log,1
rst,1
run_log,1
-- logic make-up after synthesis --
logic type | Yosys count | synth area share (%)
compound gates | 214 | 27.7
flops | 89 | 34.6
mux | 69 | 17.1
fa+ha+maj | 3 | 0.618
buf+inv | 81 | 5.96
simple gates | 155 | 14.0
-- final timing paths --
path	to	slack, ns	cells after the start
max	gpi[11]$_SDFFE_PP0P_	5.60	8
min	addr_log_to_mem[4]$_SDFFE_PP0P_	0.46	2
max reg2reg	gpi[11]$_SDFFE_PP0P_	8.39	5
min reg2reg	addr_log_to_mem[4]$_SDFFE_PP0P_	0.46	2
-- per-stage QoR --
stage	power [mW]	worst slack, ns	utilization [%]
3_3_place_gp	0.658	5.25	29.2
6_report	1.01	5.60	30.2
4_1_cts	1.03	5.62	30.2
3_5_place_dp	0.661	5.21	29.2
2_1_floorplan	0.496	5.07	-
5_1_grt	1.06	5.26	30.2
-- synth_stat cells (all sizes together) (28+ instances only) --
cell,instances
a21oi,65
dfxtp,57
clkbuf,41
mux2,39
o22ai,39
nand2,37
nor2,35
a221oi,34
nand2b,34
o31ai,33
edfxtp,32
buf,28
-- worst reg2reg max path, stage by stage (launching register included) --
cell                       delay, ns
sky130_fd_sc_hd__dfxtp_1        0.33
sky130_fd_sc_hd__nand2b_2       0.20
sky130_fd_sc_hd__o31ai_4        0.74
sky130_fd_sc_hd__buf_4          0.67
sky130_fd_sc_hd__a21oi_1        0.12
sky130_fd_sc_hd__a221oi_1       0.28
-- per-layer routing --
layer,track usage [%],share of wire [%]
met5,0,0.087
met4,1.91,1.6
met3,5.83,9.3
met2,21.8,47
met1,18.1,43
-- area by class of cell --
cell class | count | area, sq um | area share [%]
Timing Repair Buffer | 380 | 3770 | 36.1
Multi-Input combinational cell | 441 | 3620 | 34.7
Sequential cell | 89 | 2100 | 20.1
Tap cell | 455 | 569 | 5.46
Clock buffer | 10 | 239 | 2.29
Clock inverter | 6 | 87.6 | 0.839
Inverter | 12 | 45.0 | 0.432
Antenna cell | 2 | 5.00 | 0.0480
Power is estimated from default activity; no workload was simulated.
